[design/flow/run.sh]
#!/bin/bash
# OpenROAD 26Q1-2900-gdf79404cd8, Yosys 0.63+post, stock flow scripts
make -C /OpenROAD-flow-scripts/flow DESIGN_CONFIG=/design/flow/config.mk WORK_HOME=/design/flow/orfs finish
[design/flow/config.mk]
export PLATFORM = sky130hd
export DESIGN_NAME = axis_fifo
export DESIGN_NICKNAME = axis_fifo
export VERILOG_FILES = /design/flow/design.v
export SDC_FILE = /design/flow/constraint.sdc
export NUM_CORES = 4
export LEC_CHECK = 1
export CORE_UTILIZATION = 30
export SYNTH_MEMORY_MAX_BITS = 65536
[design/flow/constraint.sdc]
current_design axis_fifo

set clk_period 449.7
set clk_io_pct 0.2

create_clock -name clk0 -period $clk_period [get_ports {s_axis_clk}]

set non_clock_inputs [all_inputs -no_clocks]
set_input_delay [expr $clk_period * $clk_io_pct] -clock clk0 $non_clock_inputs
set_output_delay [expr $clk_period * $clk_io_pct] -clock clk0 [all_outputs]
[design/flow/design.v]
`timescale 1ns / 1ps
module axis_fifo#(
        parameter  DATA_WIDTH = 32,
        parameter  DATA_DEPTH = 128,
        parameter  USER_WIDTH = 16
)(
    input   s_axis_clk,
    input   s_axis_resetn,
    input   s_axis_tvalid,
    input   s_axis_tlast,
    input [DATA_WIDTH-1:0] s_axis_tdata,
    output  s_axis_tready,
    output reg m_axis_tvalid,
    output reg m_axis_tlast,
    output reg [DATA_WIDTH-1:0] m_axis_tdata,
    input m_axis_tready,
    output   full_o,
    output   empty_o
    );
    reg [$clog2(DATA_DEPTH):0]wr_ptr;
    reg [$clog2(DATA_DEPTH):0]rd_ptr;
    wire wr_en_i;
    wire rd_en_i;
    wire read_req;
    wire full_w ;
    wire empty_w;
        reg [(DATA_WIDTH+1)-1:0]wr_data_i;
        wire [(DATA_WIDTH+1)-1:0]rd_data_o;
        localparam MEM_DATA_WIDTH = DATA_WIDTH + 1;
    assign s_axis_tready = (full_w==0) ? 1'b1 : 1'b0;
    assign wr_en_i = (!full_w && s_axis_tvalid);
    always@(posedge s_axis_clk)begin
        if(!s_axis_resetn)begin
            wr_ptr  <= 0;
        end
        else begin
            if(!full_w && s_axis_tvalid) begin
                wr_ptr  <= wr_ptr + 1;
            end
        end
    end
    always@(*)begin
            wr_data_i  = {s_axis_tlast,s_axis_tdata};
    end
    assign read_req = (!empty_w &&   m_axis_tready);
    always @(posedge s_axis_clk) begin
        if(!s_axis_resetn)
            rd_ptr <= 0;
        else if(read_req)
            rd_ptr <= rd_ptr + 1;
    end
    always @(posedge s_axis_clk) begin
        if(!s_axis_resetn)
            m_axis_tvalid <= 0;
        else if(read_req)
            m_axis_tvalid <= 1;
        else if(m_axis_tvalid && m_axis_tready)
            m_axis_tvalid <= 0;
    end
    assign rd_en_i = read_req;
    always@(*)begin
            if(m_axis_tvalid)begin
                m_axis_tdata  = rd_data_o[DATA_WIDTH-1:0];
                m_axis_tlast  = rd_data_o[DATA_WIDTH];
            end
            else begin
                m_axis_tdata  = 0;
                m_axis_tlast  = 0;
            end
    end
    assign full_w = ((wr_ptr[($clog2(DATA_DEPTH))] != rd_ptr[($clog2(DATA_DEPTH))]) &&
                    (wr_ptr[($clog2(DATA_DEPTH))-1:0] == rd_ptr[($clog2(DATA_DEPTH))-1:0]))? 1'b1:1'b0;
    assign empty_w = (wr_ptr == rd_ptr)? 1'b1:1'b0;
    assign full_o = full_w;
    assign empty_o = empty_w;
    memory#(
        .DATA_WIDTH(MEM_DATA_WIDTH),
        .MEM_DEPTH(DATA_DEPTH)
    )mem(
        .wr_clk(s_axis_clk),
        .rd_clk(s_axis_clk),
        .wr_en_i(wr_en_i),
        .wr_data_i(wr_data_i),
        .wr_addr_i(wr_ptr[($clog2(DATA_DEPTH))-1:0]),
        .rd_addr_i(rd_ptr[($clog2(DATA_DEPTH))-1:0]),
        .rd_en_i(rd_en_i),
        .rd_data_o(rd_data_o)
    );
endmodule
`timescale 1ns / 1ps
module memory#(
        parameter DATA_WIDTH = 32,
        parameter MEM_DEPTH  = 150
)(
    input    wr_clk,
    input    rd_clk,
    input    wr_en_i,
    input    [DATA_WIDTH-1:0]wr_data_i,
    input    [($clog2(MEM_DEPTH))-1:0]wr_addr_i,
    input    [($clog2(MEM_DEPTH))-1:0]rd_addr_i,
    input    rd_en_i,
    output reg[DATA_WIDTH-1:0]rd_data_o
    );
    (* ram_style = "block" *)
    reg [DATA_WIDTH-1:0]bram[MEM_DEPTH-1:0];
    always@(posedge wr_clk)begin
        if(wr_en_i)begin
            bram[wr_addr_i] <= wr_data_i;
        end
    end
    always@(posedge rd_clk)begin
        if(rd_en_i)begin
            rd_data_o  <= bram[rd_addr_i];
        end
    end
endmodule
==> changes_impl.md <==
## Flow update

* Status: complete, no violations
* Worst EP arrival at 3.72 ns
* Fin area at 189000 µm²
* Sequential area share after synthesis at 77.8%
* Tool Warnings at 26
* Synth top area share at 77.6%
* Post-CTS Setup Bufs at 0
* Slowest-stage cell, CP: dfxtp_4
* Top FF cell, synth: edfxtp_1
* Largest net degree at the start of global routing at 97
* Vias in the first global route at 87700
* Initial Utilization at 30.2%
* PostCTS Resize Cnt at 0
* Initial antenna violation count at 38
* WS Path Type: reg -> out
* Max Slew Vio Count at 0
* Worst-skew pair later-pin latency at 1.02 ns
* Die footprint at 552000 µm²
* Placeable core area at 546000 µm²
* DP Wirelength at 293000 µm
* Nature of the critical path endpoint: output port
* YS chip area at 165000 µm²
* I/O pins at 74
* Final hold vios at 0
* Htree depth at 5
* Final Cycle Share at 20.8%
* Drt total wl at 477000 µm
* Top cells by area: edfxtp_1 78%, mux4_2 11%, mux2i_1 3.8%
* First-pass GRT wire length at 666000 µm
* Dpl cell area at 176000 µm²
* Pwr/cell area at 4.60 nW/µm²
* Post-synth regs at 4274
* Mapped Cells at 7584
* Port bufs at 73
* Commonest cells post-synth: 4257 x edfxtp_1, 817 x mux4_2, 627 x mux2i_1
* Post-Syn Area at 165000 µm²
* Drc violations at 0
* Crit path DRT at 359.76 ns
* Ys async rst share at 0%
* Fillers at 49200
* Biggest area consumer among synthesized cells: edfxtp_1
* Clock skew at 0.115 ns
* Post-synth EDFFs at 4257
* Area growth, synth to finish at 15.0%
* DR WL/cell at 30.4 µm
* Clock-pin transition on the worst setup and hold timing paths at 0.06 ns
* FP Rows at 271
* Leak pwr at 55.9 nW
* Setup TNS at 0 ns
* Slew @ Worst Pin at 1.37 ns
* Max cap viols at 0
* Total track usage at 18.5%
* Worst Path Buf+Inv at 1
* Tmin final at 93.66 ns
* CP peak stage delay at 0.76 ns
* Yosys Warn Count at 2
* Crit path cell chain: xor2_1 -> nor4_2 -> nand2_1 -> nor2_1 -> clkdlybuf4s50_1
* RSZ-0062 raised after global routing: false
* First drt pass iteration count at 7
* Clock sinks at 4274
* Max IR drop VDD at 0.00000351 V
* CTS Buf Count at 402
* Number of routed nets with antenna violations at 0
* Yosys top cell by instances: edfxtp_1
* Starting DRT DRC Count at 5354
* CTS tree: built
* Hold Path Class: reg -> reg
* DR vias/cell at 5.11
* Hold-fix buffers, CTS at 0
* Syn_area_per_cell at 21.7 µm²
* Die W at 743 µm
* Die height at 743 µm
* Max Clock Freq at 0.0107 GHz
* Max Root-Sink Buffers at 4
* Via count at 80100
* Layout Utilization at 34.7%
* Gpl congestion at 0.919
* Worst setup SP type: flip-flop
* Share of post-route cells with drive strength above 1 at 25.9%
* Cells in synth_stat.txt at 7584
* Delay-heaviest family, CP: simple AND/OR/NAND/NOR gates
* Setup-failing EPs final at 0
* Distinct cells, synth at 68
* Max-slew headroom at 5.99%
* Worst-path fanout max at 33
* Root buf cell: clkbuf_16
* Gr ovfl total at 0
## cells by family (layout without fill, tap and decap cells)
| kind of cell | Yosys count | after routing | share of synthesized area [%] |
|---|---|---|---|
| mux | 1547 | 1547 | 15.7 |
| flops | 4274 | 4274 | 77.8 |
| buf+inv | 446 | 1273 | 1.70 |
| other cells | 0 | 34 | 0 |
| simple gates | 617 | 617 | 1.72 |
| xor+xnor | 22 | 22 | 0.117 |
| fa+ha+maj | 2 | 2 | 0.0152 |
| compound gates | 676 | 676 | 2.93 |
## tightest hold or removal path, delay by kind of cell, from the launching register on
family | cells | cell delay (ns)
DFF | 1 | 0.35
and+or+nand+nor | 1 | 0.12
xor gates and xnor gates | 1 | 0.16
## layout by cell type, fill, tap and decap left out, types with 73 or more instances in the layout
cell type / instances
nor2_4: 131
o22ai_1: 119
clkbuf_16: 406
clkinv_1: 93
mux2i_1: 627
nor2_1: 112
a22oi_1: 87
buf_4: 481
mux2_2: 103
nand2_1: 127
a21oi_1: 111
clkinv_2: 73
mux4_2: 817
edfxtp_1: 4257
## final timing paths
check | start | endpoint | slack (ns) | depth (start not counted)
setup / recovery | rd_ptr[2] | empty_o | 356.04 | 5
hold / removal | rd_ptr[7] | rd_ptr[7] | 0.66 | 2
setup reg to reg | rd_ptr[0] | mem.rd_data_o[27] | 441.05 | 14
hold reg to reg | rd_ptr[7] | rd_ptr[7] | 0.66 | 2
## routing by layer
layer  track usage, %  wire length, µm  vias to the layer above
met2             27.1           217000                     5956
met1             17.2           137000                    40400
met3             18.1           100000                      826
met4             6.15            20700                       64
li1                 -                -                    32900
met5             3.44             2390                        -
## registers in the layout, indices dropped and copies added, names as in the netlist
register and count:
wr_ptr 8, mem.bram 4224, rd_ptr 8, m_axis_tvalid 1, mem.rd_data_o 33
## per-stage QoR
step | worst slack [ns] | std cells | power [mW] | hold slack [ns]
after global routing | 355.83 | 15700 | 0.895 | 0.698
after floorplan | 357.06 | 7584 | 0.505 | 0.536
after detailed placement | 356.01 | 14900 | 0.544 | 0.636
final | 356.04 | 15700 | 0.871 | 0.656
after global placement | 356.04 | 14900 | 0.544 | 0.660
after CTS | 356.01 | 15600 | 0.876 | 0.657
## layout make-up
type	count	area [µm²]	share of cell area [%]
sequential	4274	128000	67.7
timing repair buffer	534	4250	2.24
clock inverter	258	2500	1.32
clock buffer	474	10400	5.50
antenna	34	85.1	0.0449
inverter	7	33.8	0.0178
multi-input combinational	2864	34900	18.4
tap	7234	9050	4.78
## power breakdown
group	internal (mW)	switching (mW)
logic	0.0358	0.0592
registers	0.440	0.00102
clock network	0.188	0.147
Power figures rest on the tool's default switching activity, not on a simulated workload.
